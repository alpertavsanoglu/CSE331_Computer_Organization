==> ./design.v <==
module add32(
	input [31:0]A,
	input [31:0]B,
	input c_in,
	output c_out,
	output [31:0]R);
	wire [31:0]c;
	full_adder fa31(A[0],B[0],c_in,c[0],R[0]);
	full_adder fa30(A[1],B[1],c[0],c[1],R[1]);
	full_adder fa29(A[2],B[2],c[1],c[2],R[2]);
	full_adder fa28(A[3],B[3],c[2],c[3],R[3]);
	full_adder fa27(A[4],B[4],c[3],c[4],R[4]);
	full_adder fa26(A[5],B[5],c[4],c[5],R[5]);
	full_adder fa25(A[6],B[6],c[5],c[6],R[6]);
	full_adder fa24(A[7],B[7],c[6],c[7],R[7]);
	full_adder fa23(A[8],B[8],c[7],c[8],R[8]);
	full_adder fa22(A[9],B[9],c[8],c[9],R[9]);
	full_adder fa21(A[10],B[10],c[9],c[10],R[10]);
	full_adder fa20(A[11],B[11],c[10],c[11],R[11]);
	full_adder fa19(A[12],B[12],c[11],c[12],R[12]);
	full_adder fa18(A[13],B[13],c[12],c[13],R[13]);
	full_adder fa17(A[14],B[14],c[13],c[14],R[14]);
	full_adder fa16(A[15],B[15],c[14],c[15],R[15]);
	full_adder fa15(A[16],B[16],c[15],c[16],R[16]);
	full_adder fa14(A[17],B[17],c[16],c[17],R[17]);
	full_adder fa13(A[18],B[18],c[17],c[18],R[18]);
	full_adder fa12(A[19],B[19],c[18],c[19],R[19]);
	full_adder fa11(A[20],B[20],c[19],c[20],R[20]);
	full_adder fa10(A[21],B[21],c[20],c[21],R[21]);
	full_adder fa9(A[22],B[22],c[21],c[22],R[22]);
	full_adder fa8(A[23],B[23],c[22],c[23],R[23]);
	full_adder fa7(A[24],B[24],c[23],c[24],R[24]);
	full_adder fa6(A[25],B[25],c[24],c[25],R[25]);
	full_adder fa5(A[26],B[26],c[25],c[26],R[26]);
	full_adder fa4(A[27],B[27],c[26],c[27],R[27]);
	full_adder fa3(A[28],B[28],c[27],c[28],R[28]);
	full_adder fa2(A[29],B[29],c[28],c[29],R[29]);
	full_adder fa1(A[30],B[30],c[29],c[30],R[30]);
	full_adder fa0(A[31],B[31],c[30],c_out,R[31]);
endmodule
module alu32(clk,reset,start,a, b, aluop,out,done);
input wire clk;
input wire reset;
input wire start;
input [31:0] a;
input [31:0] b;
input [2:0] aluop;
output [31:0] out;
output wire done;
wire [31:0] w1, w2, w3, w4, w5, w6, w7, w8;
wire cout;
and32 op1(a,b,w1);
or32  op2(a,b,w2);
xor32 op3(a,b,w3);
nor32 op4(a,b,w4);
lessthan32 op5(a,b,w5);
add32 op6(a,b,1'b0,cout,w6);
sub32 op7(a,b,w7);
mod   op8(clk,reset,start,a,b,w8,done);
mux8x1 mux31(w1[31],w2[31],w3[31],w4[31],w5[31],w6[31],w7[31],w8[31],aluop,out[31]);
mux8x1 mux30(w1[30],w2[30],w3[30],w4[30],w5[30],w6[30],w7[30],w8[30],aluop,out[30]);
mux8x1 mux29(w1[29],w2[29],w3[29],w4[29],w5[29],w6[29],w7[29],w8[29],aluop,out[29]);
mux8x1 mux28(w1[28],w2[28],w3[28],w4[28],w5[28],w6[28],w7[28],w8[28],aluop,out[28]);
mux8x1 mux27(w1[27],w2[27],w3[27],w4[27],w5[27],w6[27],w7[27],w8[27],aluop,out[27]);
mux8x1 mux26(w1[26],w2[26],w3[26],w4[26],w5[26],w6[26],w7[26],w8[26],aluop,out[26]);
mux8x1 mux25(w1[25],w2[25],w3[25],w4[25],w5[25],w6[25],w7[25],w8[25],aluop,out[25]);
mux8x1 mux24(w1[24],w2[24],w3[24],w4[24],w5[24],w6[24],w7[24],w8[24],aluop,out[24]);
mux8x1 mux23(w1[23],w2[23],w3[23],w4[23],w5[23],w6[23],w7[23],w8[23],aluop,out[23]);
mux8x1 mux22(w1[22],w2[22],w3[22],w4[22],w5[22],w6[22],w7[22],w8[22],aluop,out[22]);
mux8x1 mux21(w1[21],w2[21],w3[21],w4[21],w5[21],w6[21],w7[21],w8[21],aluop,out[21]);
mux8x1 mux20(w1[20],w2[20],w3[20],w4[20],w5[20],w6[20],w7[20],w8[20],aluop,out[20]);
mux8x1 mux19(w1[19],w2[19],w3[19],w4[19],w5[19],w6[19],w7[19],w8[19],aluop,out[19]);
mux8x1 mux18(w1[18],w2[18],w3[18],w4[18],w5[18],w6[18],w7[18],w8[18],aluop,out[18]);
mux8x1 mux17(w1[17],w2[17],w3[17],w4[17],w5[17],w6[17],w7[17],w8[17],aluop,out[17]);
mux8x1 mux16(w1[16],w2[16],w3[16],w4[16],w5[16],w6[16],w7[16],w8[16],aluop,out[16]);
mux8x1 mux15(w1[15],w2[15],w3[15],w4[15],w5[15],w6[15],w7[15],w8[15],aluop,out[15]);
mux8x1 mux14(w1[14],w2[14],w3[14],w4[14],w5[14],w6[14],w7[14],w8[14],aluop,out[14]);
mux8x1 mux13(w1[13],w2[13],w3[13],w4[13],w5[13],w6[13],w7[13],w8[13],aluop,out[13]);
mux8x1 mux12(w1[12],w2[12],w3[12],w4[12],w5[12],w6[12],w7[12],w8[12],aluop,out[12]);
mux8x1 mux11(w1[11],w2[11],w3[11],w4[11],w5[11],w6[11],w7[11],w8[11],aluop,out[11]);
mux8x1 mux10(w1[10],w2[10],w3[10],w4[10],w5[10],w6[10],w7[10],w8[10],aluop,out[10]);
mux8x1 mux9(w1[9],w2[9],w3[9],w4[9],w5[9],w6[9],w7[9],w8[9],aluop,out[9]);
mux8x1 mux8(w1[8],w2[8],w3[8],w4[8],w5[8],w6[8],w7[8],w8[8],aluop,out[8]);
mux8x1 mux7(w1[7],w2[7],w3[7],w4[7],w5[7],w6[7],w7[7],w8[7],aluop,out[7]);
mux8x1 mux6(w1[6],w2[6],w3[6],w4[6],w5[6],w6[6],w7[6],w8[6],aluop,out[6]);
mux8x1 mux5(w1[5],w2[5],w3[5],w4[5],w5[5],w6[5],w7[5],w8[5],aluop,out[5]);
mux8x1 mux4(w1[4],w2[4],w3[4],w4[4],w5[4],w6[4],w7[4],w8[4],aluop,out[4]);
mux8x1 mux3(w1[3],w2[3],w3[3],w4[3],w5[3],w6[3],w7[3],w8[3],aluop,out[3]);
mux8x1 mux2(w1[2],w2[2],w3[2],w4[2],w5[2],w6[2],w7[2],w8[2],aluop,out[2]);
mux8x1 mux1(w1[1],w2[1],w3[1],w4[1],w5[1],w6[1],w7[1],w8[1],aluop,out[1]);
mux8x1 mux0(w1[0],w2[0],w3[0],w4[0],w5[0],w6[0],w7[0],w8[0],aluop,out[0]);
endmodule
module and32 (a, b, out);
input [31:0] a;
input [31:0] b;
output [31:0] out;
and and_0(out[0], b[0], a[0]);
and and_1(out[1], b[1], a[1]);
and and_2(out[2], b[2], a[2]);
and and_3(out[3], b[3], a[3]);
and and_4(out[4], b[4], a[4]);
and and_5(out[5], b[5], a[5]);
and and_6(out[6], b[6], a[6]);
and and_7(out[7], b[7], a[7]);
and and_8(out[8], b[8], a[8]);
and and_9(out[9], b[9], a[9]);
and and_10(out[10], b[10], a[10]);
and and_11(out[11], b[11], a[11]);
and and_12(out[12], b[12], a[12]);
and and_13(out[13], b[13], a[13]);
and and_14(out[14], b[14], a[14]);
and and_15(out[15], b[15], a[15]);
and and_16(out[16], b[16], a[16]);
and and_17(out[17], b[17], a[17]);
and and_18(out[18], b[18], a[18]);
and and_19(out[19], b[19], a[19]);
and and_20(out[20], b[20], a[20]);
and and_21(out[21], b[21], a[21]);
and and_22(out[22], b[22], a[22]);
and and_23(out[23], b[23], a[23]);
and and_24(out[24], b[24], a[24]);
and and_25(out[25], b[25], a[25]);
and and_26(out[26], b[26], a[26]);
and and_27(out[27], b[27], a[27]);
and and_28(out[28], b[28], a[28]);
and and_29(out[29], b[29], a[29]);
and and_30(out[30], b[30], a[30]);
and and_31(out[31], b[31], a[31]);
endmodule
module full_adder(a,b,cin,sum,cout);
  input a,b,cin;
  output sum,cout;
  wire x,y,z;
  half_adder h1(.a(a),.b(b),.s(x),.c(y));
  half_adder h2(.a(x),.b(cin),.s(sum),.c(z));
  or o1(cout,y,z);
endmodule
module half_adder(a,b,s,c); 
  input a,b;
  output s,c;
  xor x1(s,a,b);
  and a1(c,a,b);
endmodule
module lessthan32 (a, b, out);
input [31:0] a;
input [31:0] b;
output [31:0] out;
wire [31:0] sub1_w;
localparam one = 1'b1;
sub32 sub_1(a, b, sub1_w);
and and_1(out[0], sub1_w[31], one);
endmodule
module mod(
    input clk,
    input reset,
    input start,
    input [31:0] A,
    input [31:0] B,
    output [31:0] result,
    output done
);
wire save_A, subtract, less_than_B;
mod_cu control_unit(.clk(clk),.reset(reset),.start(start),.less_than_B(less_than_B),.save_A(save_A),.subtract(subtract),.done(done));
mod_dp datapath(.clk(clk),.A(A),.B(B),.save_A(save_A),.subtract(subtract),.result(result),.less_than_B(less_than_B));
endmodule
module mod_cu(
    input clk,
    input reset,
    input start,
    input less_than_B,   
    output reg save_A,   
    output reg subtract,  
    output reg done       
);
localparam [1:0] 
    first_s = 2'b00,
    secod_s = 2'b01,
    third_s = 2'b10,
    final_s = 2'b11;
reg [1:0] state;
always @(posedge clk or posedge reset) begin
    if (reset)
        state <= first_s;
    else begin
        case (state)
            first_s: state <= start ? secod_s : first_s;
            secod_s: state <= third_s;
            third_s: state <= less_than_B ? final_s : third_s;
            final_s: state <= first_s;
        endcase
    end
end
always @(*) begin
    save_A = (state == secod_s);
    subtract = (state == third_s) && !less_than_B;
    done = (state == final_s);
end
endmodule
module mod_dp(
    input clk,
    input [31:0] A,
    input [31:0] B,
    input save_A,        
    input subtract,      
    output reg [31:0] result,
    output less_than_B   
);
reg [31:0] TEMP;
always @(posedge clk) begin
    if (save_A) begin
        TEMP <= A;
    end
    else if (subtract) begin
        TEMP <= TEMP - B;
    end
end
assign less_than_B = TEMP < B;
always @(posedge clk) begin
    if (less_than_B) begin
        result <= TEMP;
    end
end
endmodule
module mux8x1(a, b, c, d, e, f, g, h, S,out);
	input a, b, c, d, e, f, g, h;
	input [2:0] S;
	output out;
	wire sNot0;
	wire sNot1;
	wire sNot2;
	wire w1;
	wire w2;
	wire w3;
	wire w4;
	wire w5;
	wire w6;
	wire w7;
	wire w8;
	not (sNot2,S[2]);
	not (sNot1,S[1]);
	not (sNot0,S[0]);
	and (w1,sNot2,sNot1,sNot0,a);
	and (w2,S[2],sNot1,sNot0,b);
	and (w3,sNot2,S[1],sNot0,c);
	and (w4,S[2],S[1],sNot0,d);
	and (w5,sNot2,sNot1,S[0],e);
	and (w6,S[2],sNot1,S[0],f);
	and (w7,sNot2,S[1],S[0],g);
	and (w8,S[2],S[1],S[0],h);
	or (out,w1,w2,w3,w4,w5,w6,w7,w8);
endmodule
module nor32(a, b, out);
input [31:0] a;
input [31:0] b;
output [31:0] out;
nor nor_0(out[0], b[0], a[0]);
nor nor_1(out[1], b[1], a[1]);
nor nor_2(out[2], b[2], a[2]);
nor nor_3(out[3], b[3], a[3]);
nor nor_4(out[4], b[4], a[4]);
nor nor_5(out[5], b[5], a[5]);
nor nor_6(out[6], b[6], a[6]);
nor nor_7(out[7], b[7], a[7]);
nor nor_8(out[8], b[8], a[8]);
nor nor_9(out[9], b[9], a[9]);
nor nor_10(out[10], b[10], a[10]);
nor nor_11(out[11], b[11], a[11]);
nor nor_12(out[12], b[12], a[12]);
nor nor_13(out[13], b[13], a[13]);
nor nor_14(out[14], b[14], a[14]);
nor nor_15(out[15], b[15], a[15]);
nor nor_16(out[16], b[16], a[16]);
nor nor_17(out[17], b[17], a[17]);
nor nor_18(out[18], b[18], a[18]);
nor nor_19(out[19], b[19], a[19]);
nor nor_20(out[20], b[20], a[20]);
nor nor_21(out[21], b[21], a[21]);
nor nor_22(out[22], b[22], a[22]);
nor nor_23(out[23], b[23], a[23]);
nor nor_24(out[24], b[24], a[24]);
nor nor_25(out[25], b[25], a[25]);
nor nor_26(out[26], b[26], a[26]);
nor nor_27(out[27], b[27], a[27]);
nor nor_28(out[28], b[28], a[28]);
nor nor_29(out[29], b[29], a[29]);
nor nor_30(out[30], b[30], a[30]);
nor nor_31(out[31], b[31], a[31]);
endmodule
module or32(a, b, out);
input [31:0] a;
input [31:0] b;
output [31:0] out;
or or_0(out[0], b[0], a[0]);
or or_1(out[1], b[1], a[1]);
or or_2(out[2], b[2], a[2]);
or or_3(out[3], b[3], a[3]);
or or_4(out[4], b[4], a[4]);
or or_5(out[5], b[5], a[5]);
or or_6(out[6], b[6], a[6]);
or or_7(out[7], b[7], a[7]);
or or_8(out[8], b[8], a[8]);
or or_9(out[9], b[9], a[9]);
or or_10(out[10], b[10], a[10]);
or or_11(out[11], b[11], a[11]);
or or_12(out[12], b[12], a[12]);
or or_13(out[13], b[13], a[13]);
or or_14(out[14], b[14], a[14]);
or or_15(out[15], b[15], a[15]);
or or_16(out[16], b[16], a[16]);
or or_17(out[17], b[17], a[17]);
or or_18(out[18], b[18], a[18]);
or or_19(out[19], b[19], a[19]);
or or_20(out[20], b[20], a[20]);
or or_21(out[21], b[21], a[21]);
or or_22(out[22], b[22], a[22]);
or or_23(out[23], b[23], a[23]);
or or_24(out[24], b[24], a[24]);
or or_25(out[25], b[25], a[25]);
or or_26(out[26], b[26], a[26]);
or or_27(out[27], b[27], a[27]);
or or_28(out[28], b[28], a[28]);
or or_29(out[29], b[29], a[29]);
or or_30(out[30], b[30], a[30]);
or or_31(out[31], b[31], a[31]);
endmodule
module sub32(A, B, R);
	input [31:0] A;
	input [31:0] B;
	output [31:0] R;
	wire [31:0]notB;
	wire [31:0]compB;
	wire tCout,tCout2;
	localparam zero = 1'b0;
	not not31(notB[31],B[31]);
	not not30(notB[30],B[30]);
	not not29(notB[29],B[29]);
	not not28(notB[28],B[28]);
	not not27(notB[27],B[27]);
	not not26(notB[26],B[26]);
	not not25(notB[25],B[25]);
	not not24(notB[24],B[24]);
	not not23(notB[23],B[23]);
	not not22(notB[22],B[22]);
	not not21(notB[21],B[21]);
	not not20(notB[20],B[20]);
	not not19(notB[19],B[19]);
	not not18(notB[18],B[18]);
	not not17(notB[17],B[17]);
	not not16(notB[16],B[16]);
	not not15(notB[15],B[15]);
	not not14(notB[14],B[14]);
	not not13(notB[13],B[13]);
	not not12(notB[12],B[12]);
	not not11(notB[11],B[11]);
	not not10(notB[10],B[10]);
	not not9(notB[9],B[9]);
	not not8(notB[8],B[8]);
	not not7(notB[7],B[7]);
	not not6(notB[6],B[6]);
	not not5(notB[5],B[5]);
	not not4(notB[4],B[4]);
	not not3(notB[3],B[3]);
	not not2(notB[2],B[2]);
	not not1(notB[1],B[1]);
	not not0(notB[0],B[0]);
	add32 compp1(notB,32'b1,zero,tCout,compB);
	add32 result(A,compB,zero,tCout2,R);
endmodule
module xor32 (a, b, out);
input [31:0] a;
input [31:0] b;
output [31:0] out;
xor xor_0(out[0], b[0], a[0]);
xor xor_1(out[1], b[1], a[1]);
xor xor_2(out[2], b[2], a[2]);
xor xor_3(out[3], b[3], a[3]);
xor xor_4(out[4], b[4], a[4]);
xor xor_5(out[5], b[5], a[5]);
xor xor_6(out[6], b[6], a[6]);
xor xor_7(out[7], b[7], a[7]);
xor xor_8(out[8], b[8], a[8]);
xor xor_9(out[9], b[9], a[9]);
xor xor_10(out[10], b[10], a[10]);
xor xor_11(out[11], b[11], a[11]);
xor xor_12(out[12], b[12], a[12]);
xor xor_13(out[13], b[13], a[13]);
xor xor_14(out[14], b[14], a[14]);
xor xor_15(out[15], b[15], a[15]);
xor xor_16(out[16], b[16], a[16]);
xor xor_17(out[17], b[17], a[17]);
xor xor_18(out[18], b[18], a[18]);
xor xor_19(out[19], b[19], a[19]);
xor xor_20(out[20], b[20], a[20]);
xor xor_21(out[21], b[21], a[21]);
xor xor_22(out[22], b[22], a[22]);
xor xor_23(out[23], b[23], a[23]);
xor xor_24(out[24], b[24], a[24]);
xor xor_25(out[25], b[25], a[25]);
xor xor_26(out[26], b[26], a[26]);
xor xor_27(out[27], b[27], a[27]);
xor xor_28(out[28], b[28], a[28]);
xor xor_29(out[29], b[29], a[29]);
xor xor_30(out[30], b[30], a[30]);
xor xor_31(out[31], b[31], a[31]);
endmodule
==> ./run.sh <==
#!/bin/bash
# OpenROAD 26Q1-2900-gdf79404cd8, Yosys 0.63+post, stock flow scripts
make -C /OpenROAD-flow-scripts/flow DESIGN_CONFIG=/design/flow/config.mk WORK_HOME=/design/flow/orfs finish
==> ./config.mk <==
export PLATFORM = sky130hd
export DESIGN_NAME = alu32
export DESIGN_NICKNAME = alu32
export VERILOG_FILES = /design/flow/design.v
export SDC_FILE = /design/flow/constraint.sdc
export NUM_CORES = 4
export LEC_CHECK = 1
export CORE_UTILIZATION = 30
==> ./constraint.sdc <==
current_design alu32

set clk_period 19.2
set clk_io_pct 0.2

create_clock -name clk0 -period $clk_period [get_ports {clk}]

set non_clock_inputs [all_inputs -no_clocks]
set_input_delay [expr $clk_period * $clk_io_pct] -clock clk0 $non_clock_inputs
set_output_delay [expr $clk_period * $clk_io_pct] -clock clk0 [all_outputs]
==> run_results.csv <==
group,metric,value,unit
route,routedWlPerCell,15.8,µm
clocking,path_clk_slew,0.05,ns
setup_path,path_buffers,6,
route,num_vias,7455,
route,dr.pass1.iters,5,
setup_path,max_stage_delay,0.54,ns
die,fp.dieW,176,µm
setup_path,criticalPathCategory,"in -> out",
pwr,p_comb_share,76.4,%
die,dieArea,0.0308,mm²
setup_path,slowest_stage,"fa_1",
clocking,insertion_delay,0.34,ns
timing,finalWorstSetupSlack,-3.91,ns
finish,nFillCells,2995,
route,final_antenna_net_count,0,
synthesis,yosys_area,0.00904,mm²
synthesis,ff_type,"edfxtp_1",
min_path,hold_class,"reg -> reg",
synthesis,ys_warn_count,33,
clocking,cts_tree,"yes",
placement,dp_hpwl,18800,µm
synthesis,yosys_cells,1043,
synthesis,synth.avg_cell_area,8.67,µm²
clocking,cts_root_buffer,"clkbuf_16",
outcome,status,"complete, but fails checks",
global_routing,grt_pass1_vias,7298,
timing,finalCriticalPeriod,23.11,ns
timing,period_used_share,120,%
placement,gp_congestion,0.938,
setup_path,worst_ep_arrival_time,19.27,ns
pwr,p_switching,0.000556,W
flow_run,cap_violations,0,
pwr,p_seq_share,12.6,%
pwr,p_clk_share,11.0,%
setup_path,setup.worst_path.start_class,"primary input",
placement,port_buffers,102,
synthesis,edf_count,64,
pwr,cellPowerDensity,122,mW/mm²
setup_path,crit_fanout,2,
clocking,clockBufferDepth,2,
synthesis,numSynthFlops,68,
finish,layout.cells.non_filler,1522,
clocking,clock_sinks,68,
pwr,p_leak,4.64,nW
clocking,cts_buffers,9,
placement,place_inst,1503,
timing,clock_skew,0.00350,ns
die,die.size.y,176,µm
route,drc,0,
timing,hold_violations,0,
global_routing,antenna_found_initial,1,
synthesis,synth_cell_types,64,
setup_path,cp_common_cell,"fa_1",
timing,maxSlewViolCount,0,
setup_path,end_kind,"output pin",
setup_path,cp.required,15.36,ns
route,postRouteWirelength,24100,µm
setup_path,cp_top_family,"adder cells",
synthesis,synth.cell_area,0.00904,mm²
synthesis,async_reset_ff_share,5.88,%
pwr,p_sw_share,42.1,%
global_routing,track_usage,16.6,%
global_routing,grt-ovfl-total,0,
timing,fmax,0.0433,GHz
route,dr.first_iter.drc_count,395,
timing,finalSetupViolCount,11,
flow_run,warnings,61,
die,io_pins,103,
global_routing,grt_first_pass_wirelength,38700,µm
timing,worst_pin_slew,0.876,ns
outcome,violations,"negative setup slack",
pwr,ir_worst_vdd,143,µV
global_routing,grt_start_max_net_pins,72,
synthesis,ys_seq_share,22.4,%
synthesis,syn_inst,1043,
pwr,power,0.00132,W
timing,rsz0062_at_grt,"yes",
finish,syn_to_final_growth,19.9,%
die,num_rows,63,
finish,layout-drive-gt1-share,11.1,%
pwr,cell_internal_pwr,0.000766,W
clocking,htreeDepth,3,
route,avgViaCountPerCell,4.90,
timing,timing.slew.headroom,41.5,%
die,core-area,0.0296,mm²
die,fp_util,30.5,%
[synthesized netlist by cell type (4+ instances only)]
cell	n	area (µm²)
nand2b_1	8	50.1
a22oi_1	8	60.1
o211ai_1	4	30.0
a21o_1	14	105
a211oi_1	16	120
xnor2_1	13	114
nor3b_1	5	37.5
a31oi_1	4	25.0
buf_2	4	20.0
nor2_1	61	229
nor3_1	6	30.0
ha_1	128	1600
buf_4	32	240
o31ai_1	11	82.6
o22ai_1	8	50.1
xor2_1	12	105
a22o_1	5	43.8
buf_1	10	37.5
mux2i_1	18	180
o21ai_1	8	40.0
clkbuf_1	35	131
a21oi_1	62	310
o21ai_0	120	601
edfxtp_1	64	1920
and3_1	4	25.0
or2_2	4	25.0
nor2b_1	16	100
nand3_1	8	40.0
nand4_1	5	31.3
inv_1	121	454
fa_1	61	1220
o21a_1	7	52.6
nand2_1	115	432
[cell families after synthesis]
family                     share of synthesized area [%]
adders and majority gates                           31.2
muxes                                               2.24
buffers and inverters                               9.82
xor gates and xnor gates                            2.42
DFF                                                 22.4
and+or+nand+nor                                     11.9
AOI/OAI and AO/OA                                   20.0
[cell usage in the layout (no fill, tap or decap), types with 4 or more instances in the layout]
master,count
o21ai_1,22
o21a_1,7
nand3_1,8
clkbuf_16,9
o22ai_1,8
a22oi_1,8
or2_2,4
nand4_1,5
o211ai_1,4
a21oi_2,6
nand2_1,115
a31oi_1,4
xnor2_1,13
edfxtp_1,64
nor3_1,6
o21ai_2,6
xor2_1,12
nor2b_1,16
o31ai_1,11
o21ai_0,100
and3_1,4
buf_4,53
inv_1,113
nor2_1,61
fa_2,9
a211oi_1,16
inv_2,5
a21oi_1,59
a22o_1,5
clkdlybuf4s50_1,85
ha_1,126
a21o_1,14
nor3b_1,5
nand2b_1,8
fa_1,52
buf_2,9
mux2i_1,18
[final cells by class]
class	count	area, µm²	area share [%]
clock inverters	4	16.3	0.150
multi-input cells	772	6210	57.3
well taps	390	488	4.50
flip-flops and latches	68	2020	18.7
diodes	1	2.50	0.0231
repair buffers	154	1380	12.7
inverters	121	482	4.44
clock buffers	12	236	2.18
[power groups by stage]
stage | Clock [W] | Sequential, W | Combinational [W]
global route | 0.000156 | 0.000166 | 0.00118
CTS | 0.000150 | 0.000166 | 0.000993
finish | 0.000146 | 0.000166 | 0.00101
[registers in the layout, indices dropped and copies added, names as in the netlist]
| register | count |
|---|---|
| op8.control_unit.state | 4 |
| op8.datapath.TEMP | 32 |
| op8.datapath.result | 32 |
[through the flow]
step                setup TNS [ns]  setup slack (ns)  instance area [µm²]  util, %  hold slack (ns)
finish                      -24.14             -3.91                10800     36.6            0.451
global route                -28.29             -4.30                10800     36.6            0.465
CTS                         -26.30             -4.07                10800     36.4            0.451
detailed placement          -33.57             -4.70                10500     35.5            0.439
global placement            -33.81             -4.72                10500     35.5            0.432
floorplan                   -17.06             -3.17                 9090        -            0.405
[path summary, 6_finish.rpt]
kind | start | endpoint | slack (ns) | depth (start not counted)
worst min-delay path | op8.datapath.TEMP[24] | op8.datapath.result[24] | 0.45 | 0
worst max-delay path | b[0] | out[0] | -3.91 | 41
worst min register to register | op8.datapath.TEMP[24] | op8.datapath.result[24] | 0.45 | 0
worst max register to register | op8.datapath.TEMP[0] | op8.datapath.TEMP[8] | 15.26 | 12
min in group asynchronous | reset | op8.control_unit.state[3] | 3.69 | 2
max in group asynchronous | reset | op8.control_unit.state[0] | 15.29 | 2
[worst reg2reg max path, stage by stage, from the launching register on]
cell and delay (ns):
edfxtp_1 0.34, inv_1 0.04, ha_1 0.21, fa_1 0.44, nor2b_1 0.19, o2111ai_2 0.16, a21oi_2 0.28, o2111ai_1 0.23
nand4_1 0.30, a21oi_2 0.11, o21ai_1 0.24, a31o_1 0.58, buf_4 0.47
[per-layer routing]
metal	wire length (µm)	part of all wire, %	GRT usage, %
met5	0	0	0
met4	297	1.2	1.78
met3	2100	8.7	5.06
met2	10600	44	25.1
met1	11100	46	24.9
[repair_timing]
item,CTS,global route
buffers inserted,2,2
pin swaps,5,5
setup endpoints to repair,13,12
gates resized,51,28
hold buffers,0,0
Power and IR drop assume default switching activity.
